`design/flow/config.mk`:
```
export PLATFORM = sky130hd
export DESIGN_NAME = rounds_3
export DESIGN_NICKNAME = rounds_3
export VERILOG_FILES = /design/flow/design.v
export SDC_FILE = /design/flow/constraint.sdc
export NUM_CORES = 4
export LEC_CHECK = 1
export CORE_UTILIZATION = 40
export SYNTH_MEMORY_MAX_BITS = 65536
```
`design/flow/constraint.sdc`:
```
current_design rounds_3

set clk_period 15.4
set clk_io_pct 0.2

create_clock -name clk0 -period $clk_period [get_ports {clk}]

set non_clock_inputs [all_inputs -no_clocks]
set_input_delay [expr $clk_period * $clk_io_pct] -clock clk0 $non_clock_inputs
set_output_delay [expr $clk_period * $clk_io_pct] -clock clk0 [all_outputs]
```
`design/flow/design.v`:
```
module key_ext_unrolled#(
   parameter integer SIZE_STATE = 160,
   parameter integer SIZE_KEY = 128
) (
   input wire [SIZE_KEY-1:0] key,
   input wire [2:0] rnd_cnt,
   output wire [SIZE_STATE-1:0] key_ext_upper,
   output wire [SIZE_STATE-1:0] key_ext_lower
);
reg [SIZE_STATE-1:0] i_key_ext_upper;
reg [SIZE_STATE-1:0] i_key_ext_lower;
always @* begin
   if (rnd_cnt == 0) begin
      i_key_ext_upper = {
         key[127:126], 3'd0,
         key[125:124], 3'd0,
         key[123:122], 3'd0,
         key[121:120], 3'd0,
         key[119:118], 3'd0,
         key[117:116], 3'd0,
         key[115:114], 3'd0,
         key[113:112], 3'd0,
         key[111:110], 3'd0,
         key[109:108], 3'd0,
         key[107:106], 3'd0,
         key[105:104], 3'd0,
         key[103:102], 3'd0,
         key[101:100], 3'd0,
         key[99:98], 3'd0,
         key[97:96], 3'd0,
         key[95:94], 3'd0,
         key[93:92], 3'd0,
         key[91:90], 3'd0,
         key[89:88], 3'd0,
         key[87:86], 3'd0,
         key[85:84], 3'd0,
         key[83:82], 3'd0,
         key[81:80], 3'd0,
         key[79:78], 3'd0,
         key[77:76], 3'd0,
         key[75:74], 3'd0,
         key[73:72], 3'd0,
         key[71:70], 3'd0,
         key[69:68], 3'd0,
         key[67:66], 3'd0,
         key[65:64], 3'd0
      };
      i_key_ext_lower = {
         key[63:62], 3'd0,
         key[61:60], 3'd0,
         key[59:58], 3'd0,
         key[57:56], 3'd0,
         key[55:54], 3'd0,
         key[53:52], 3'd0,
         key[51:50], 3'd0,
         key[49:48], 3'd0,
         key[47:46], 3'd0,
         key[45:44], 3'd0,
         key[43:42], 3'd0,
         key[41:40], 3'd0,
         key[39:38], 3'd0,
         key[37:36], 3'd0,
         key[35:34], 3'd0,
         key[33:32], 3'd0,
         key[31:30], 3'd0,
         key[29:28], 3'd0,
         key[27:26], 3'd0,
         key[25:24], 3'd0,
         key[23:22], 3'd0,
         key[21:20], 3'd0,
         key[19:18], 3'd0,
         key[17:16], 3'd0,
         key[15:14], 3'd0,
         key[13:12], 3'd0,
         key[11:10], 3'd0,
         key[9:8], 3'd0,
         key[7:6], 3'd0,
         key[5:4], 3'd0,
         key[3:2], 3'd0,
         key[1:0], 3'd0
      };
   end else begin
      i_key_ext_upper = 0;
      i_key_ext_lower = 0;
   end
end
assign key_ext_upper = i_key_ext_upper;
assign key_ext_lower = i_key_ext_lower;
endmodule
module mix_groups#(
   parameter integer SIZE_STATE = 160
) (
   input wire [SIZE_STATE-1:0] in,
   output wire [SIZE_STATE-1:0] out
);
localparam integer GROUP_SIZE = SIZE_STATE/8;
assign out = {
   in[8*GROUP_SIZE-1:7*GROUP_SIZE],
   in[4*GROUP_SIZE-1:3*GROUP_SIZE],
   in[7*GROUP_SIZE-1:6*GROUP_SIZE],
   in[3*GROUP_SIZE-1:2*GROUP_SIZE],
   in[6*GROUP_SIZE-1:5*GROUP_SIZE],
   in[2*GROUP_SIZE-1:1*GROUP_SIZE],
   in[5*GROUP_SIZE-1:4*GROUP_SIZE],
   in[1*GROUP_SIZE-1:0*GROUP_SIZE]
};
endmodule
module perm#(
   parameter integer PERM_SIZE = 40
) (
   input wire [PERM_SIZE-1:0] in,
   output wire [PERM_SIZE-1:0] out
);
generate
   if (PERM_SIZE == 30) begin
      assign out = {
         in[29-6]  ^ in[29-22],
         in[29-16] ^ in[29-8],
         in[29-0]  ^ in[29-18],
         in[29-15],
         in[29-1],
         in[29-7]  ^ in[29-27],
         in[29-20] ^ in[29-13],
         in[29-2]  ^ in[29-23],
         in[29-21],
         in[29-11],
         in[29-12] ^ in[29-17],
         in[29-26] ^ in[29-3],
         in[29-10] ^ in[29-28],
         in[29-25],
         in[29-5],
         in[29-2]  ^ in[29-27],
         in[29-21] ^ in[29-9],
         in[29-11] ^ in[29-24],
         in[29-16],
         in[29-0],
         in[29-7]  ^ in[29-17],
         in[29-15] ^ in[29-14],
         in[29-1]  ^ in[29-29],
         in[29-20],
         in[29-10],
         in[29-12] ^ in[29-25],
         in[29-22] ^ in[29-4],
         in[29-5]  ^ in[29-19],
         in[29-26],
         in[29-6]
      };
   end
   if (PERM_SIZE == 40) begin
      assign out = {
         in[39-22] ^ in[39-2],
         in[39-35] ^ in[39-8],
         in[39-16] ^ in[39-28],
         in[39-10],
         in[39-31],
         in[39-20] ^ in[39-7],
         in[39-27] ^ in[39-13],
         in[39-1]  ^ in[39-33],
         in[39-15],
         in[39-36],
         in[39-25] ^ in[39-12],
         in[39-32] ^ in[39-18],
         in[39-6]  ^ in[39-38],
         in[39-0],
         in[39-21],
         in[39-37] ^ in[39-17],
         in[39-26] ^ in[39-3],
         in[39-11] ^ in[39-23],
         in[39-5],
         in[39-30],
         in[39-27] ^ in[39-17],
         in[39-30] ^ in[39-9],
         in[39-0]  ^ in[39-24],
         in[39-11],
         in[39-35],
         in[39-32] ^ in[39-2],
         in[39-36] ^ in[39-14],
         in[39-5]  ^ in[39-29],
         in[39-16],
         in[39-20],
         in[39-37] ^ in[39-7],
         in[39-21] ^ in[39-19],
         in[39-10] ^ in[39-34],
         in[39-1],
         in[39-25],
         in[39-22] ^ in[39-12],
         in[39-31] ^ in[39-4],
         in[39-15] ^ in[39-39],
         in[39-6],
         in[39-26]
      };
   end
endgenerate
endmodule
module round#(
   parameter integer SIZE_STATE = 160,
   parameter integer PERM_SIZE = 40
) (
   input wire [3:0] rnd_const,
   input wire [SIZE_STATE-1:0] in,
   output wire [SIZE_STATE-1:0] out
);
localparam integer N_GRPS_SBOX = SIZE_STATE/5;
localparam integer N_GRPS_PERM = SIZE_STATE/PERM_SIZE;
wire [SIZE_STATE-1:0] i_state [4:0];
assign i_state[0] = in;
wire [SIZE_STATE-1:0] rnd_const_ext = {N_GRPS_SBOX{1'b0, rnd_const}};
assign i_state[1] = i_state[0] ^ rnd_const_ext;
genvar I_SBOX;
generate
   for (I_SBOX=0; I_SBOX<N_GRPS_SBOX; I_SBOX=I_SBOX+1) begin: sbox
      sbox inst (
         .in (i_state[1][(I_SBOX+1)*5-1:I_SBOX*5]),
         .out(i_state[2][(I_SBOX+1)*5-1:I_SBOX*5])
      );
   end
endgenerate
genvar I_PERM;
generate
   for (I_PERM=0; I_PERM<N_GRPS_PERM; I_PERM=I_PERM+1) begin: perm
      perm #(
         .PERM_SIZE(PERM_SIZE)
      ) inst (
         .in (i_state[2][(I_PERM+1)*PERM_SIZE-1:I_PERM*PERM_SIZE]),
         .out(i_state[3][(I_PERM+1)*PERM_SIZE-1:I_PERM*PERM_SIZE])
      );
   end
endgenerate
mix_groups #(
   .SIZE_STATE(SIZE_STATE)
) inst (
   .in(i_state[3]),
   .out(i_state[4])
);
assign out = i_state[4];
endmodule
module sbox(
   input wire [4:0] in,
   output wire [4:0] out
);
reg [4:0] i_out;
always @* begin
   case (in)
      5'b00000: i_out = 5'b00000;
      5'b00001: i_out = 5'b00100;
      5'b00010: i_out = 5'b01110;
      5'b00011: i_out = 5'b01001;
      5'b00100: i_out = 5'b01101;
      5'b00101: i_out = 5'b01011;
      5'b00110: i_out = 5'b11110;
      5'b00111: i_out = 5'b11011;
      5'b01000: i_out = 5'b11100;
      5'b01001: i_out = 5'b10100;
      5'b01010: i_out = 5'b10011;
      5'b01011: i_out = 5'b11000;
      5'b01100: i_out = 5'b10111;
      5'b01101: i_out = 5'b11101;
      5'b01110: i_out = 5'b00101;
      5'b01111: i_out = 5'b01100;
      5'b10000: i_out = 5'b01111;
      5'b10001: i_out = 5'b10001;
      5'b10010: i_out = 5'b01000;
      5'b10011: i_out = 5'b10101;
      5'b10100: i_out = 5'b00011;
      5'b10101: i_out = 5'b11111;
      5'b10110: i_out = 5'b11001;
      5'b10111: i_out = 5'b00110;
      5'b11000: i_out = 5'b10000;
      5'b11001: i_out = 5'b00010;
      5'b11010: i_out = 5'b10110;
      5'b11011: i_out = 5'b00111;
      5'b11100: i_out = 5'b11010;
      5'b11101: i_out = 5'b01010;
      5'b11110: i_out = 5'b00001;
      5'b11111: i_out = 5'b10010;
      default: i_out = 5'b00000;
   endcase
end
assign out = i_out;
endmodule
module rounds_3#(
   parameter integer SIZE_STATE = 160,
   parameter integer SIZE_KEY = 128,
   parameter integer PERM_SIZE = 40
) (
   input wire clk,
   input wire load,
   input wire next,
   input wire [SIZE_KEY-1:0] key,  
   output wire busy,
   output wire [SIZE_STATE-1:0] state_out
);
   reg [SIZE_STATE-1:0] state;
   reg [5:0] rnd_const_lfsr;
   reg [2:0] rnd_cnt;
   reg i_busy;
   wire [SIZE_STATE-1:0] rnd_in_xor_value [1:0];
   wire [SIZE_STATE-1:0] rnd_in [2:0];
   wire [SIZE_STATE-1:0] rnd_out [2:0];
   key_ext_unrolled #(
      .SIZE_STATE(SIZE_STATE),
      .SIZE_KEY(SIZE_KEY)
   ) key_ext_inst (
      .key(key),
      .rnd_cnt(rnd_cnt),
      .key_ext_upper(rnd_in_xor_value[0]),
      .key_ext_lower(rnd_in_xor_value[1])
   );
   always @(posedge clk) begin
      if (load || next || i_busy) begin
         rnd_const_lfsr <= {
            rnd_const_lfsr[2:0],
            rnd_const_lfsr[3]^rnd_const_lfsr[0],
            rnd_const_lfsr[3]^rnd_const_lfsr[0]^rnd_const_lfsr[2],
            rnd_const_lfsr[3]^rnd_const_lfsr[0]^rnd_const_lfsr[2]^rnd_const_lfsr[1]
         };
      end else begin
         rnd_const_lfsr <= 6'b1000_11;
      end
   end
   genvar I_RND;
   generate
      for (I_RND=0; I_RND<3; I_RND=I_RND+1) begin: round
         round #(
            .SIZE_STATE(SIZE_STATE),
            .PERM_SIZE(PERM_SIZE)
         ) rnd_inst (
            .rnd_const(rnd_const_lfsr[5-I_RND-:4]),
            .in(rnd_in[I_RND]),
            .out(rnd_out[I_RND])
         );
      end
   endgenerate
   assign rnd_in[0] = (load ? 0 : state) ^ rnd_in_xor_value[0];
   assign rnd_in[1] = rnd_out[0] ^ rnd_in_xor_value[1];
   assign rnd_in[2] = rnd_out[1];
   always @(posedge clk) begin
      if (load || next) begin
         state <= rnd_out[2];
         rnd_cnt <= 1;
         i_busy <= 1;
      end else if (i_busy) begin
         state <= rnd_out[2];
         if (rnd_cnt == 3'h4) begin
            rnd_cnt <= 0;
            i_busy <= 0;
         end else begin
            rnd_cnt <= rnd_cnt+1;
         end
      end else begin
         rnd_cnt <= 0;
      end
   end
   assign busy = i_busy;
   assign state_out = state;
endmodule
```
`design/flow/run.sh`:
```
#!/bin/bash
# OpenROAD 26Q1-2900-gdf79404cd8, Yosys 0.63+post, stock flow scripts
make -C /OpenROAD-flow-scripts/flow DESIGN_CONFIG=/design/flow/config.mk WORK_HOME=/design/flow/orfs finish
```
==> reports/metrics.sh <==
FINAL_PERIOD_MINUS_WORST_SETUP_SLACK_NS=10.55
MIN_PERIOD_OVER_PERIOD_PCT=68.5
CTSHOLDBUFFERS=0
EDF_COUNT=160
GRT_USAGE_PCT=29.8
SETUP-TNS-FINAL_NS=0
TIMING.FMAX_MHz=94.8
CTS_TREE='yes'
SYNTH_CELL_TYPES=114
I_O_PIN_TOTAL=292
NETLIST_TOP_CELLS_AREA='ha_1 (13%), xnor2_1 (12%), mux2i_1 (9.7%)'
STAGE_LOG_WARNINGS=444
FINALHOLDVIOLATIONS=0
SHARE_OF_FLIP_FLOPS_WITH_AN_ASYNCHRONOUS_SET_OR_RESET_PCT=0
STATUS='complete, no violations'
DIE.SIZE.Y_UM=359
CORE-AREA_UM2=126000
SYNTH-CELLS-YOSYS=6094
ROUTED-VIA-COUNT=46023
CRITICAL_PATH_CLASS='input port to flop'
FINAL-SETUP-VIOL-COUNT=0
POSTLAYOUTCOREUTIL_PCT=44.5
STD_CELL_ROWS=130
YOSYSSEQAREASHARE_PCT=9.81
CLKLATENCYLATEPIN_NS=0.47
CP-END-KIND='flop'
ANT_NETS=0
NUMBER_OF_ANTENNA_VIOLATIONS_AT_THE_FIRST_CHECK_IN_GLOBAL_ROUTING=15
YOSYS_WARNINGS=4
SYNTHTOPCELLSBYCOUNT='xnor2_1 (716), ha_1 (512), mux2i_1 (495)'
PLACEDCELLCOUNT=7854
PLACEMENT.SETUP.WORST_SLACK_NS=4.58
IO_BUFFER_COUNT=291
GLOBALROUTEOVERFLOWTOTAL=0
TIMING.CRITICAL_PATH.REQUIRED_NS=15.59
VIASPERCELL=5.83
CTS-BUFFERS-INSERTED=17
MAX_SLEW_MARGIN_VS_LIMIT_PCT=25.5
SYNTH.YOSYS.CHIP_AREA_UM2=51000
POST_LAYOUT_NONFILLER_INSTANCES=7890
CTSRESIZECOUNT=0
PATH_MAX_FANOUT=77
HOLD_PATH_START='i_busy'
CTS.ROOT.BUFFER_CELL='clkbuf_16'
GLOBALPLACE.CONGESTION=1.02
CTS-HTREE-LEVELS=4
DPL.HPWL_UM=155000
SYNTH_TOP_CELL_BY_AREA='ha_1'
FF_TYPE='edfxtp_1'
FINAL.SETUP_SKEW_NS=0.0128
DIE_W_UM=359
HOLD_CLASS='flop to flop'
DIE-AREA_UM2=129000
GRT_START_MAX_NET_PINS=137
RSZ0062_AT_GRT='no'
TIMING.FINAL.MAX_SLEW_VIOLATIONS=0
CLK_TRANSITION_REPORTED_PATHS_NS=0.07
FIRST_GLOBAL_VIAS=40857
FLOORPLAN.CORE_UTIL_PCT=40.5
AREA_DELTA_SYNTH_FINAL_PCT=9.97
FINAL.SETUP.WORST_SLACK_NS=4.85
DRT_PASS1_ITERATIONS=6
INITIALDRTVIOLATIONCOUNT=4730
TIGHTEST_SLEW_NS=1.11
SYNTH.FF_LATCH_COUNT=170
CTS.SINKS=170
CLOCK_TREE.BUFFER_DEPTH=2
SYNTH_AREA_UM2=51000
SETUP.WORST_PATH.START='load'
R2R_START='rnd_const_lfsr[2]'
ELEMENT_TYPE_AT_THE_CRITICAL_PATH_START='input port'
SYNTH_TOP_CELL_BY_COUNT='xnor2_1'
DETAIL_ROUTE.WL_PER_CELL_UM=24.6
AVGSYNTHCELLAREA_UM2=8.37
POST_CTS.REPAIR.SETUP_BUFFERS=0
GRT_PASS1_WL_UM=277000
POST-ROUTE-DRC-COUNT=0
SHARE_OF_CELLS_ABOVE_DRIVE_STRENGTH_1_PCT=8.31
TIMING.CRITICAL_PATH.ARRIVAL_NS=10.74
POST_SYNTH_INST_COUNT=6094
CAP_VIOLATIONS=0
SYNTH_LARGEST_TYPE_AREA_FRACTION_PCT=12.6
DETAIL_ROUTE.WIRELENGTH_UM=194000
## metrics by stage
stage	hold slack (ns)	area (um^2)
3_3_place_gp	0.464	55500
4_1_cts	0.481	56100
6_report	0.473	56100
5_1_grt	0.512	56100
3_5_place_dp	0.469	55500
2_1_floorplan	0.423	51000
## path summary, 6_finish.rpt
kind	end	slack, ns	cells past startpoint
setup / recovery	state[88]	4.85	23
hold / removal	rnd_cnt[2]	0.47	2
setup reg to reg	state[127]	7.21	21
hold reg to reg	rnd_cnt[2]	0.47	2
## final cells by class
class	count	area, um^2
fill	12060	70000
tap	1650	2060
sequential	170	5020
inverter	378	1430
multi-input combinational	5200	42800
antenna	4	10.0
clock buffer	18	429
timing repair buffer	456	4180
clock inverter	14	183
## cells in the final DEF (no fill, tap or decap), drive strengths merged, types with 138 or more instances in the layout
| cell | synthesis | final |
|---|---|---|
| nor3 | 138 | 138 |
| nor2b | 178 | 178 |
| xor2 | 209 | 209 |
| mux2i | 496 | 496 |
| buf | 255 | 166 |
| clkdlybuf4s50 | 0 | 290 |
| xnor2 | 780 | 780 |
| nand2 | 360 | 360 |
| ha | 512 | 512 |
| o21ai | 297 | 297 |
| nor2 | 358 | 358 |
| a21oi | 272 | 272 |
| inv | 376 | 382 |
| edfxtp | 160 | 160 |
## logic make-up after synthesis
kind of cell | share of synthesized area [%]
AND/OR/NAND/NOR | 16.4
AND-OR/OR-AND | 17.5
XOR/XNOR | 23.9
buffers and inverters | 6.38
multiplexers | 13.5
adder cells (fa/ha/maj) | 12.6
flip-flops | 9.81
## state kept, by name, indices dropped and copies added (netlist names)
name and flops:
state 160, rnd_const_lfsr 6, i_busy 1, rnd_cnt 3
## critical path, stage by stage
cell and delay [ns]:
buf_8 0.38, buf_4 0.59, buf_4 0.65, nor2b_1 0.19
xnor2_1 0.45, inv_1 0.13, ha_1 0.42, nand2b_1 0.08
a2111oi_0 0.57, a21oi_1 0.11, a21oi_1 0.20, xnor2_1 0.31
xor3_1 0.71, or2_2 0.39, a2bb2oi_1 0.13, mux2_2 0.30
xor2_1 0.53, inv_1 0.21, ha_1 0.38, mux2_2 0.28
a221oi_1 0.24, a21o_1 0.15, xor2_1 0.07
## layer usage
layer / GRT usage [%] / up-vias / share of wire [%] / routed length [um]
met4: 8.16 / 26 / 3.5 / 6720
met3: 12.4 / 293 / 13 / 24400
met1: 42.1 / 21767 / 43 / 82600
met5: 0.629 / - / 0.13 / 247
li1: - / 21905 / - / -
met2: 42.2 / 2032 / 41 / 80300
